`flow/run.sh`:
```
#!/bin/bash
# OpenROAD 26Q1-2900-gdf79404cd8, Yosys 0.63+post, stock flow scripts
make -C /OpenROAD-flow-scripts/flow DESIGN_CONFIG=/design/flow/config.mk WORK_HOME=/design/flow/orfs finish
```
`flow/config.mk`:
```
export PLATFORM = sky130hd
export DESIGN_NAME = ALU
export DESIGN_NICKNAME = ALU
export VERILOG_FILES = /design/flow/design.v
export SDC_FILE = /design/flow/constraint.sdc
export NUM_CORES = 4
export LEC_CHECK = 1
export CORE_UTILIZATION = 40
```
`flow/constraint.sdc`:
```
current_design ALU

set clk_period 14.9
set clk_io_pct 0.2

create_clock -name clk0 -period $clk_period

set non_clock_inputs [all_inputs -no_clocks]
set_input_delay [expr $clk_period * $clk_io_pct] -clock clk0 $non_clock_inputs
set_output_delay [expr $clk_period * $clk_io_pct] -clock clk0 [all_outputs]
```
`flow/design.v`:
```
module ALU(
    data1_i,
    data2_i,
    ALUCtrl_i,
    data_o
);
input  signed [31:0] data1_i;
input  signed [31:0] data2_i;
input         [ 3:0] ALUCtrl_i;
output signed [31:0] data_o;
wire          [31:0] result;
assign data_o = (ALUCtrl_i == 4'b0000) ? data1_i  &  data2_i :  
                (ALUCtrl_i == 4'b0001) ? data1_i  ^  data2_i :  
                (ALUCtrl_i == 4'b0010) ? data1_i  << data2_i :  
                (ALUCtrl_i == 4'b0011) ? $signed(data1_i) + $signed(data2_i) :  
                (ALUCtrl_i == 4'b0100) ? $signed(data1_i) - $signed(data2_i) :  
                (ALUCtrl_i == 4'b0101) ? $signed(data1_i) * $signed(data2_i) :  
                (ALUCtrl_i == 4'b0110) ? $signed(data1_i) + $signed(data2_i) :  
                (ALUCtrl_i == 4'b0111) ? $signed(data1_i) >>> data2_i[4:0] :  
                (ALUCtrl_i == 4'b1000) ? data1_i  +  data2_i :  
                (ALUCtrl_i == 4'b1001) ? data1_i  +  data2_i:  
                (ALUCtrl_i == 4'b1010) ? data1_i  << data2_i :  
                (ALUCtrl_i == 4'b1011) ? data1_i  |  data2_i :  
                32'b0;
endmodule
```
==> impl_metrics.tcl <==
# metrics dict for downstream scripts
set metrics [dict create \
    finalCritPeriodShare_pct 97.9 \
    syn-cell-area_um2 24500 \
    crit_type "in2out" \
    port_buffers 100 \
    cpMostUsedCell "fa_1" \
    outcome "finished clean" \
    drt_wl_total_um 117000 \
    layout_top_cells "nor2_1 (503), inv_1 (463), fa_1 (410)" \
    grt_pass1_wl_um 170000 \
    final_area_um2 26600 \
    synthCells 3124 \
    first_pass_iters 7 \
    yosysChipArea_um2 24500 \
    fmax_ghz 0.0686 \
    yosysCellCount 3124 \
    grt_use_total_pct 40.0 \
    place_area_um2 26600 \
    finalSetupViolCount 0 \
    num_rows 90 \
    post-route-drc-count 0 \
    dieArea_um2 62400 \
    crit_path_max_fanout 15 \
    first_global_vias 24400 \
    n_clock_buffer 0 \
    detail-route-antenna-nets 0 \
    grt_max_degree 50 \
    regArea_um2 0 \
    initCoreUtil_pct 40.6 \
    postSynthAreaPerCell_um2 7.86 \
    warnings 95 \
    worstPathArrival_ns 11.60 \
    gp_congestion 1.12 \
    grt_setup_unrepaired "no" \
    timing.final.max_slew_violations 0 \
    yosysWarnings 0 \
    cpMaxStageDelayCell "clkdlybuf4s50_1" \
    area_delta_synth_final_pct 8.42 \
    maxSlewHeadroom_pct 38.3 \
    min_period_ns 14.58 \
    ios 100 \
    maxCapViolCount 0 \
    ys_types 95 \
    final_common_cell "nor2_1" \
    ff_count 0 \
    hold_viol_final 0 \
    holdBufCountCts 0 \
    die_y_um 250 \
    antenna_found_initial 3 \
    drt_iter0_markers 2251 \
    fin_setup_tns_ns 0 \
    yosys.stat.seqShare_pct 0 \
    routed_via_density 6.03 \
    fill_cells 6188 \
    hold_path.class "in2out" \
    cp-end-kind "output port" \
    crit_path_start_kind "input pin" \
    tightest_slew_ns 0.926 \
    die_width_um 250 \
    place_hpwl_um 94900 \
    core-area_um2 60500 \
    cp.required_ns 11.92 \
    layout-drive-gt1-share_pct 7.87 \
    insertedDiodeCount 0 \
    critPathMaxStageDelay_ns 0.93 \
    crit_chain "clkdlybuf4s50_1, inv_1, nor2_1, fa_1, inv_1, fa_1, fa_1, fa_1, fa_1, inv_1, fa_1, fa_1, fa_1, ha_1, nand2_1, nor3_1, nand4_1, a41oi_1, a31oi_1, xor2_1, a21oi_1, o221ai_1, o22ai_1, clkdlybuf4s50_1" \
    grt_overflow 0 \
    vias 23700 \
    wl_per_cell_um 29.6 \
]
[worst paths after layout]
path          from    endpoint  depth (start not counted)
max    data2_i[13]  data_o[29]                         24
min   ALUCtrl_i[0]   data_o[2]                          5
[synth_stat cells (all sizes together), types with 10 or more instances]
library cell	count	share of area, %
a22oi	16	0.49
inv	471	7.2
o31ai	13	0.45
ha	218	11
nor2b	14	0.37
mux2i	64	2.6
xnor2	94	3.4
nand2	323	4.9
mux4	53	4.9
o21ai	127	2.6
clkbuf	132	2.0
nor4	16	0.43
a31oi	28	0.74
a211oi	21	0.68
buf	67	1.5
o21a	10	0.31
or3	15	0.40
o211ai	14	0.45
nand2b	16	0.41
o21bai	12	0.37
or2	11	0.28
nand3	23	0.49
fa	410	33
o22ai	27	0.69
a21oi	162	3.3
nor2	504	7.7
clkinv	12	0.18
xor2	29	1.0
a21o	26	0.80
nor3	43	0.92
a221oi	11	0.42
o221ai	27	1.0
[cells by family (layout without fill, tap and decap cells)]
group	Yosys count	after routing	share of synthesized area, %
buf+inv	682	710	10.9
simple gates	996	996	16.8
xor+xnor	123	123	4.39
mux	126	126	7.89
compound gates	569	569	15.5
fa+ha+maj	628	628	44.5
[per-stage QoR]
step	setup WS (ns)	hold slack [ns]	cells	utilization (%)
after CTS	0.195	7.05	3930	44.0
after floorplan	1.52	6.24	3124	-
after global placement	0.349	7.04	3930	44.0
final	0.320	7.05	3934	44.0
after detailed placement	0.218	7.05	3930	44.0
after global routing	0.0274	7.11	3934	44.0
[area by class of cell]
type                       instances  area (um2)  share of cell area [%]
multi-input combinational       2442       21900                    82.2
timing repair buffer             227        1930                    7.25
inverter                         483        1820                    6.83
tap                              782         978                    3.68
[worst max-delay path, delay by kind of cell]
family	cells	cell delay [ns]
buf+inv	5	2.08
xor+xnor	1	0.18
simple gates	4	0.76
compound gates	5	1.35
fa+ha+maj	9	4.24
[metal layers]
| metal | GRT usage, % | routed length (um) | up-vias |
|---|---|---|---|
| met5 | 3.86 | 404 | - |
| li1 | - | - | 10200 |
| met3 | 17.9 | 16000 | 313 |
| met1 | 54.0 | 44000 | 11700 |
| met4 | 17.2 | 6360 | 14 |
| met2 | 56.4 | 49800 | 1501 |
[timing repair]
action | CTS | global route
gates resized | 0 | 1
buffers inserted | 0 | 4
setup endpoints to repair | 0 | 4
